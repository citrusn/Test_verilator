==> flow/design.v <==
module SB_RAM40_4K (
	output [15:0] RDATA,
	input         RCLK, RCLKE, RE,
	input  [10:0] RADDR,
	input         WCLK, WCLKE, WE,
	input  [10:0] WADDR,
	input  [15:0] MASK, WDATA
);
	parameter WRITE_MODE = 0;
	parameter READ_MODE = 0;
	parameter INIT_0 = 256'h0000000000000000000000000000000000000000000000000000000000000000;
	parameter INIT_1 = 256'h0000000000000000000000000000000000000000000000000000000000000000;
	parameter INIT_2 = 256'h0000000000000000000000000000000000000000000000000000000000000000;
	parameter INIT_3 = 256'h0000000000000000000000000000000000000000000000000000000000000000;
	parameter INIT_4 = 256'h0000000000000000000000000000000000000000000000000000000000000000;
	parameter INIT_5 = 256'h0000000000000000000000000000000000000000000000000000000000000000;
	parameter INIT_6 = 256'h0000000000000000000000000000000000000000000000000000000000000000;
	parameter INIT_7 = 256'h0000000000000000000000000000000000000000000000000000000000000000;
	parameter INIT_8 = 256'h0000000000000000000000000000000000000000000000000000000000000000;
	parameter INIT_9 = 256'h0000000000000000000000000000000000000000000000000000000000000000;
	parameter INIT_A = 256'h0000000000000000000000000000000000000000000000000000000000000000;
	parameter INIT_B = 256'h0000000000000000000000000000000000000000000000000000000000000000;
	parameter INIT_C = 256'h0000000000000000000000000000000000000000000000000000000000000000;
	parameter INIT_D = 256'h0000000000000000000000000000000000000000000000000000000000000000;
	parameter INIT_E = 256'h0000000000000000000000000000000000000000000000000000000000000000;
	parameter INIT_F = 256'h0000000000000000000000000000000000000000000000000000000000000000;
	wire [15:0] WMASK_I;
	wire [15:0] RMASK_I;
	reg  [15:0] RDATA_I;
	wire [15:0] WDATA_I;
	generate
		case (WRITE_MODE)
			0: assign WMASK_I = MASK;
			1: assign WMASK_I = WADDR[   8] == 0 ? 16'b 1010_1010_1010_1010 :
			                    WADDR[   8] == 1 ? 16'b 0101_0101_0101_0101 : 16'bx;
			2: assign WMASK_I = WADDR[ 9:8] == 0 ? 16'b 1110_1110_1110_1110 :
			                    WADDR[ 9:8] == 1 ? 16'b 1101_1101_1101_1101 :
			                    WADDR[ 9:8] == 2 ? 16'b 1011_1011_1011_1011 :
			                    WADDR[ 9:8] == 3 ? 16'b 0111_0111_0111_0111 : 16'bx;
			3: assign WMASK_I = WADDR[10:8] == 0 ? 16'b 1111_1110_1111_1110 :
			                    WADDR[10:8] == 1 ? 16'b 1111_1101_1111_1101 :
			                    WADDR[10:8] == 2 ? 16'b 1111_1011_1111_1011 :
			                    WADDR[10:8] == 3 ? 16'b 1111_0111_1111_0111 :
			                    WADDR[10:8] == 4 ? 16'b 1110_1111_1110_1111 :
			                    WADDR[10:8] == 5 ? 16'b 1101_1111_1101_1111 :
			                    WADDR[10:8] == 6 ? 16'b 1011_1111_1011_1111 :
			                    WADDR[10:8] == 7 ? 16'b 0111_1111_0111_1111 : 16'bx;
		endcase
		case (READ_MODE)
			0: assign RMASK_I = 16'b 0000_0000_0000_0000;
			1: assign RMASK_I = RADDR[   8] == 0 ? 16'b 1010_1010_1010_1010 :
			                    RADDR[   8] == 1 ? 16'b 0101_0101_0101_0101 : 16'bx;
			2: assign RMASK_I = RADDR[ 9:8] == 0 ? 16'b 1110_1110_1110_1110 :
			                    RADDR[ 9:8] == 1 ? 16'b 1101_1101_1101_1101 :
			                    RADDR[ 9:8] == 2 ? 16'b 1011_1011_1011_1011 :
			                    RADDR[ 9:8] == 3 ? 16'b 0111_0111_0111_0111 : 16'bx;
			3: assign RMASK_I = RADDR[10:8] == 0 ? 16'b 1111_1110_1111_1110 :
			                    RADDR[10:8] == 1 ? 16'b 1111_1101_1111_1101 :
			                    RADDR[10:8] == 2 ? 16'b 1111_1011_1111_1011 :
			                    RADDR[10:8] == 3 ? 16'b 1111_0111_1111_0111 :
			                    RADDR[10:8] == 4 ? 16'b 1110_1111_1110_1111 :
			                    RADDR[10:8] == 5 ? 16'b 1101_1111_1101_1111 :
			                    RADDR[10:8] == 6 ? 16'b 1011_1111_1011_1111 :
			                    RADDR[10:8] == 7 ? 16'b 0111_1111_0111_1111 : 16'bx;
		endcase
		case (WRITE_MODE)
			0: assign WDATA_I = WDATA;
			1: assign WDATA_I = {WDATA[14], WDATA[14], WDATA[12], WDATA[12],
			                     WDATA[10], WDATA[10], WDATA[ 8], WDATA[ 8],
			                     WDATA[ 6], WDATA[ 6], WDATA[ 4], WDATA[ 4],
			                     WDATA[ 2], WDATA[ 2], WDATA[ 0], WDATA[ 0]};
			2: assign WDATA_I = {WDATA[13], WDATA[13], WDATA[13], WDATA[13],
			                     WDATA[ 9], WDATA[ 9], WDATA[ 9], WDATA[ 9],
			                     WDATA[ 5], WDATA[ 5], WDATA[ 5], WDATA[ 5],
			                     WDATA[ 1], WDATA[ 1], WDATA[ 1], WDATA[ 1]};
			3: assign WDATA_I = {WDATA[11], WDATA[11], WDATA[11], WDATA[11],
			                     WDATA[11], WDATA[11], WDATA[11], WDATA[11],
			                     WDATA[ 3], WDATA[ 3], WDATA[ 3], WDATA[ 3],
			                     WDATA[ 3], WDATA[ 3], WDATA[ 3], WDATA[ 3]};
		endcase
		case (READ_MODE)
			0: assign RDATA = RDATA_I;
			1: assign RDATA = {1'b0, |RDATA_I[15:14], 1'b0, |RDATA_I[13:12], 1'b0, |RDATA_I[11:10], 1'b0, |RDATA_I[ 9: 8],
			                   1'b0, |RDATA_I[ 7: 6], 1'b0, |RDATA_I[ 5: 4], 1'b0, |RDATA_I[ 3: 2], 1'b0, |RDATA_I[ 1: 0]};
			2: assign RDATA = {2'b0, |RDATA_I[15:12], 3'b0, |RDATA_I[11: 8], 3'b0, |RDATA_I[ 7: 4], 3'b0, |RDATA_I[ 3: 0], 1'b0};
			3: assign RDATA = {4'b0, |RDATA_I[15: 8], 7'b0, |RDATA_I[ 7: 0], 3'b0};
		endcase
	endgenerate
	integer i;
	reg [15:0] memory [0:255];
	initial begin
		for (i=0; i<16; i=i+1) begin
			memory[ 0*16 + i] <= INIT_0[16*i +: 16];
			memory[ 1*16 + i] <= INIT_1[16*i +: 16];
			memory[ 2*16 + i] <= INIT_2[16*i +: 16];
			memory[ 3*16 + i] <= INIT_3[16*i +: 16];
			memory[ 4*16 + i] <= INIT_4[16*i +: 16];
			memory[ 5*16 + i] <= INIT_5[16*i +: 16];
			memory[ 6*16 + i] <= INIT_6[16*i +: 16];
			memory[ 7*16 + i] <= INIT_7[16*i +: 16];
			memory[ 8*16 + i] <= INIT_8[16*i +: 16];
			memory[ 9*16 + i] <= INIT_9[16*i +: 16];
			memory[10*16 + i] <= INIT_A[16*i +: 16];
			memory[11*16 + i] <= INIT_B[16*i +: 16];
			memory[12*16 + i] <= INIT_C[16*i +: 16];
			memory[13*16 + i] <= INIT_D[16*i +: 16];
			memory[14*16 + i] <= INIT_E[16*i +: 16];
			memory[15*16 + i] <= INIT_F[16*i +: 16];
		end
	end
	always @(posedge WCLK) begin
		if (WE && WCLKE) begin
			if (!WMASK_I[ 0]) memory[WADDR[7:0]][ 0] <= WDATA_I[ 0];
			if (!WMASK_I[ 1]) memory[WADDR[7:0]][ 1] <= WDATA_I[ 1];
			if (!WMASK_I[ 2]) memory[WADDR[7:0]][ 2] <= WDATA_I[ 2];
			if (!WMASK_I[ 3]) memory[WADDR[7:0]][ 3] <= WDATA_I[ 3];
			if (!WMASK_I[ 4]) memory[WADDR[7:0]][ 4] <= WDATA_I[ 4];
			if (!WMASK_I[ 5]) memory[WADDR[7:0]][ 5] <= WDATA_I[ 5];
			if (!WMASK_I[ 6]) memory[WADDR[7:0]][ 6] <= WDATA_I[ 6];
			if (!WMASK_I[ 7]) memory[WADDR[7:0]][ 7] <= WDATA_I[ 7];
			if (!WMASK_I[ 8]) memory[WADDR[7:0]][ 8] <= WDATA_I[ 8];
			if (!WMASK_I[ 9]) memory[WADDR[7:0]][ 9] <= WDATA_I[ 9];
			if (!WMASK_I[10]) memory[WADDR[7:0]][10] <= WDATA_I[10];
			if (!WMASK_I[11]) memory[WADDR[7:0]][11] <= WDATA_I[11];
			if (!WMASK_I[12]) memory[WADDR[7:0]][12] <= WDATA_I[12];
			if (!WMASK_I[13]) memory[WADDR[7:0]][13] <= WDATA_I[13];
			if (!WMASK_I[14]) memory[WADDR[7:0]][14] <= WDATA_I[14];
			if (!WMASK_I[15]) memory[WADDR[7:0]][15] <= WDATA_I[15];
		end
	end
	always @(posedge RCLK) begin
		if (RE && RCLKE) begin
			RDATA_I <= memory[RADDR[7:0]] & ~RMASK_I;
		end
	end
endmodule
module SB_RAM40_4KNR (
	output [15:0] RDATA,
	input         RCLKN, RCLKE, RE,
	input  [10:0] RADDR,
	input         WCLK, WCLKE, WE,
	input  [10:0] WADDR,
	input  [15:0] MASK, WDATA
);
	parameter WRITE_MODE = 0;
	parameter READ_MODE = 0;
	parameter INIT_0 = 256'h0000000000000000000000000000000000000000000000000000000000000000;
	parameter INIT_1 = 256'h0000000000000000000000000000000000000000000000000000000000000000;
	parameter INIT_2 = 256'h0000000000000000000000000000000000000000000000000000000000000000;
	parameter INIT_3 = 256'h0000000000000000000000000000000000000000000000000000000000000000;
	parameter INIT_4 = 256'h0000000000000000000000000000000000000000000000000000000000000000;
	parameter INIT_5 = 256'h0000000000000000000000000000000000000000000000000000000000000000;
	parameter INIT_6 = 256'h0000000000000000000000000000000000000000000000000000000000000000;
	parameter INIT_7 = 256'h0000000000000000000000000000000000000000000000000000000000000000;
	parameter INIT_8 = 256'h0000000000000000000000000000000000000000000000000000000000000000;
	parameter INIT_9 = 256'h0000000000000000000000000000000000000000000000000000000000000000;
	parameter INIT_A = 256'h0000000000000000000000000000000000000000000000000000000000000000;
	parameter INIT_B = 256'h0000000000000000000000000000000000000000000000000000000000000000;
	parameter INIT_C = 256'h0000000000000000000000000000000000000000000000000000000000000000;
	parameter INIT_D = 256'h0000000000000000000000000000000000000000000000000000000000000000;
	parameter INIT_E = 256'h0000000000000000000000000000000000000000000000000000000000000000;
	parameter INIT_F = 256'h0000000000000000000000000000000000000000000000000000000000000000;
	SB_RAM40_4K #(
		.WRITE_MODE(WRITE_MODE),
		.READ_MODE (READ_MODE ),
		.INIT_0    (INIT_0    ),
		.INIT_1    (INIT_1    ),
		.INIT_2    (INIT_2    ),
		.INIT_3    (INIT_3    ),
		.INIT_4    (INIT_4    ),
		.INIT_5    (INIT_5    ),
		.INIT_6    (INIT_6    ),
		.INIT_7    (INIT_7    ),
		.INIT_8    (INIT_8    ),
		.INIT_9    (INIT_9    ),
		.INIT_A    (INIT_A    ),
		.INIT_B    (INIT_B    ),
		.INIT_C    (INIT_C    ),
		.INIT_D    (INIT_D    ),
		.INIT_E    (INIT_E    ),
		.INIT_F    (INIT_F    )
	) RAM (
		.RDATA(RDATA),
		.RCLK (~RCLKN),
		.RCLKE(RCLKE),
		.RE   (RE   ),
		.RADDR(RADDR),
		.WCLK (WCLK ),
		.WCLKE(WCLKE),
		.WE   (WE   ),
		.WADDR(WADDR),
		.MASK (MASK ),
		.WDATA(WDATA)
	);
endmodule
==> flow/run.sh <==
#!/bin/bash
# OpenROAD 26Q1-2900-gdf79404cd8, Yosys 0.63+post, stock flow scripts
make -C /OpenROAD-flow-scripts/flow DESIGN_CONFIG=/design/flow/config.mk WORK_HOME=/design/flow/orfs finish
==> flow/config.mk <==
export PLATFORM = sky130hd
export DESIGN_NAME = SB_RAM40_4KNR
export DESIGN_NICKNAME = SB_RAM40_4KNR
export VERILOG_FILES = /design/flow/design.v
export SDC_FILE = /design/flow/constraint.sdc
export NUM_CORES = 4
export LEC_CHECK = 1
export CORE_UTILIZATION = 50
export SYNTH_HDL_FRONTEND = slang
==> flow/constraint.sdc <==
current_design SB_RAM40_4KNR

set clk_period 11.8
set clk_io_pct 0.2

create_clock -name clk0 -period $clk_period [get_ports {RCLKN}]
create_clock -name clk1 -period $clk_period [get_ports {WCLK}]

set non_clock_inputs [all_inputs -no_clocks]
set_input_delay [expr $clk_period * $clk_io_pct] -clock clk0 $non_clock_inputs
set_output_delay [expr $clk_period * $clk_io_pct] -clock clk0 [all_outputs]
==> impl_metrics.tcl <==
# flow metrics
set metrics [dict create \
    status "finished with violations" \
    violations "DRC" \
    power_density_nw_per_um2 157.4 \
    drt_iter0_markers 8088 \
    p_leak_uw 0.06140 \
    worstHoldPathCells 1 \
    ys.flops 4112 \
    cts_tree "done" \
    startpoint_type "input pin" \
    ys.flop_type "edfxtp_1" \
    hold_violations 0 \
    syn_inst 12260 \
    initial_utilization 0.5022 \
    drive_gt1_frac 0.1711 \
    cp.arrival_ns 5.92 \
    path_class "input pin to flop" \
    numClockSinks 4112 \
    fp.dieH_um 597.2 \
    cap_violations 0 \
    placed_area_sq_um 184500 \
    enable_flop_cells 4112 \
    syn_area_sq_um 177100 \
    crit_path_frequent_cell "buf_4" \
    grt-ovfl-total 0 \
    slew_viol_final 0 \
    area_growth_pct 11.90 \
    gp_congestion 0.9780 \
    num_rows 218 \
    critPathSlowestCell "nor3_1" \
    reg2reg_slack_ns 2.21 \
    r2r_cells 9 \
    via_per_inst 6.116 \
    grt_pass1_vias 110300 \
    slew_headroom 0.2601 \
    hpwl_um 335100 \
    layout.cell_area.non_filler_sq_um 198200 \
    rsz0062_at_grt "no" \
    setup_viol 0 \
    crit_path_max_fanout 22 \
    postCtsSetupBuffers 0 \
    crit_required_ns 5.98 \
    io_buffers 68 \
    pin_count 76 \
    yosys.cell_count.top_type "nor2_1" \
    yosysCellCount 12260 \
    holdWs_ns 1.758 \
    grt_pass1_wl_um 761000 \
    yosysWarningCount 0 \
    ant_nets 0 \
    die_width_um 597.2 \
    grt_max_degree 119 \
    clkSlewWorstSetupHoldPaths_ns 0.06 \
    warnings 55 \
    synth_seq_share 0.6972 \
    antenna_found_initial 30 \
    n_fill_cell 26340 \
    chipArea_sq_um 356600 \
    firstDrtPassIters 47 \
    top_cells_by_area "edfxtp_1 (70%), mux4_2 (9.8%), nor2_1 (8.9%), mux2i_1 (3.0%), clkbuf_1 (1.9%)" \
    yosys_area_sq_um 177100 \
    irDropWorstVdd_v 0.0001338 \
    critPathCaptureType "flop" \
    vias 106300 \
    max_stage_delay_ns 0.64 \
    drc 1 \
    routed_wl_um 534500 \
    async_flop_share 0 \
    synth.avg_cell_area_sq_um 14.45 \
    tightest_slew_ns 1.110 \
    grt.total_usage 0.3387 \
    largest_area_cell "edfxtp_1" \
    ctsResizeCount 0 \
    hold_buffers 0 \
    cp_cell_sequence "buf_4 > inv_6 > nor3_1 > nand2_1 > o21ai_0 > buf_4 > a2111oi_0 > nand4_1 > buf_4 > nor3_1" \
    wl_per_cell_um 30.75 \
    common_cells "nor2_1 (4179), edfxtp_1 (4112), clkbuf_1 (876)" \
    synth.distinct_cells 66 \
    top_cell_area_share 0.6972 \
    core_area_sq_um 352700 \
    hold_class "input pin to flop" \
]
-- worst max-delay path: cells and delay by family --
kind,cells,cell delay (ns)
AND-OR/OR-AND,2,0.68
AND/OR/NAND/NOR,4,1.31
buffers and inverters,4,1.45
-- placed cells by master, fill, tap and decap left out, drive strengths merged, types with 15 or more instances in the layout --
cell type and n:
a211oi 22, a21oi 151, a221oi 27, a22o 16, a22oi 150, buf 690
bufinv 38, clkbuf 506, clkdlybuf4s50 47, clkinv 217, clkinvlp 18, diode 20
edfxtp 4112, inv 32, mux2 32, mux2i 529, mux4 794, nand2 321
nand2b 15, nand3 21, nor2 4179, nor3 138, nor4 43, o21ai 65
o221ai 143, o22ai 155, or2 18, or3 32
-- final timing paths --
check | startpoint | to
worst max-delay path | RADDR[3] | RAM.RDATA[0]$_DFFE_NP_
worst max register to register | RAM.memory[181][10]$_DFFE_PP_ | RAM.RDATA[10]$_DFFE_NP_
worst min register to register | RAM.memory[54][3]$_DFFE_PP_ | RAM.RDATA[3]$_DFFE_NP_
worst min-delay path | WDATA[4] | RAM.memory[142][4]$_DFFE_PP_
min in group clk0 | RAM.memory[54][3]$_DFFE_PP_ | RAM.RDATA[3]$_DFFE_NP_
max in group clk1 | WE | RAM.memory[238][8]$_DFFE_PP_
-- state kept, by name, summed over array words and instances (netlist names) --
name / flops
RAM.memory: 4096
RAM.RDATA: 16
-- metal layers --
| layer | vias to the layer above | part of all wire | track usage |
|---|---|---|---|
| met3 | 913 | 0.22 | 0.3077 |
| met1 | 52750 | 0.31 | 0.4144 |
| li1 | 45370 | - | - |
| met4 | 71 | 0.040 | 0.1030 |
| met2 | 7211 | 0.43 | 0.4450 |
| met5 | - | 0.0042 | 0.04990 |
-- stage by stage --
stage | utilization | cells | TNS, ns | setup slack [ns] | total power [uW]
after floorplan | - | 12260 | 0 | 1.260 | 17330
after detailed placement | 0.5232 | 16560 | -0.1005 | -0.08173 | 18290
after global routing | 0.5619 | 17370 | 0 | 0.08483 | 31980
final | 0.5620 | 17380 | 0 | 0.06537 | 31190
after CTS | 0.5618 | 17360 | 0 | 0.2957 | 31290
after global placement | 0.5232 | 16560 | -0.1670 | -0.1115 | 18260
-- area by class of cell --
class                      instances  area [sq um]  share of cell area
sequential                      4112        123500              0.6230
clock buffer                     505         11060             0.05582
tap                             4730          5918             0.02986
clock inverter                   302          2572             0.01298
multi-input combinational       6972         48200              0.2432
inverter                           3         21.27           0.0001073
timing repair buffer             738          6888             0.03475
antenna                           20         50.05           0.0002525
-- logic make-up after synthesis --
group,after synthesis,synth area share
AND-OR/OR-AND,799,0.03139
multiplexers,1355,0.1335
flip-flops,4112,0.6972
buffers and inverters,1172,0.03199
AND/OR/NAND/NOR,4818,0.1060
-- power breakdown --
part	leakage (uW)	total, uW	switching [uW]	internal [uW]
logic	0.0177	1910	1330	584
registers	0.0370	16100	8.98	16100
clock network	0.00674	13200	5670	7520
Power and IR drop assume default switching activity.
