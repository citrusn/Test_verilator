$ cat /design/flow/design.v
module SB_RAM40_4K (
	output [15:0] RDATA,
	input         RCLK, RCLKE, RE,
	input  [10:0] RADDR,
	input         WCLK, WCLKE, WE,
	input  [10:0] WADDR,
	input  [15:0] MASK, WDATA
);
	parameter WRITE_MODE = 0;
	parameter READ_MODE = 0;
	parameter INIT_0 = 256'h0000000000000000000000000000000000000000000000000000000000000000;
	parameter INIT_1 = 256'h0000000000000000000000000000000000000000000000000000000000000000;
	parameter INIT_2 = 256'h0000000000000000000000000000000000000000000000000000000000000000;
	parameter INIT_3 = 256'h0000000000000000000000000000000000000000000000000000000000000000;
	parameter INIT_4 = 256'h0000000000000000000000000000000000000000000000000000000000000000;
	parameter INIT_5 = 256'h0000000000000000000000000000000000000000000000000000000000000000;
	parameter INIT_6 = 256'h0000000000000000000000000000000000000000000000000000000000000000;
	parameter INIT_7 = 256'h0000000000000000000000000000000000000000000000000000000000000000;
	parameter INIT_8 = 256'h0000000000000000000000000000000000000000000000000000000000000000;
	parameter INIT_9 = 256'h0000000000000000000000000000000000000000000000000000000000000000;
	parameter INIT_A = 256'h0000000000000000000000000000000000000000000000000000000000000000;
	parameter INIT_B = 256'h0000000000000000000000000000000000000000000000000000000000000000;
	parameter INIT_C = 256'h0000000000000000000000000000000000000000000000000000000000000000;
	parameter INIT_D = 256'h0000000000000000000000000000000000000000000000000000000000000000;
	parameter INIT_E = 256'h0000000000000000000000000000000000000000000000000000000000000000;
	parameter INIT_F = 256'h0000000000000000000000000000000000000000000000000000000000000000;
	wire [15:0] WMASK_I;
	wire [15:0] RMASK_I;
	reg  [15:0] RDATA_I;
	wire [15:0] WDATA_I;
	generate
		case (WRITE_MODE)
			0: assign WMASK_I = MASK;
			1: assign WMASK_I = WADDR[   8] == 0 ? 16'b 1010_1010_1010_1010 :
			                    WADDR[   8] == 1 ? 16'b 0101_0101_0101_0101 : 16'bx;
			2: assign WMASK_I = WADDR[ 9:8] == 0 ? 16'b 1110_1110_1110_1110 :
			                    WADDR[ 9:8] == 1 ? 16'b 1101_1101_1101_1101 :
			                    WADDR[ 9:8] == 2 ? 16'b 1011_1011_1011_1011 :
			                    WADDR[ 9:8] == 3 ? 16'b 0111_0111_0111_0111 : 16'bx;
			3: assign WMASK_I = WADDR[10:8] == 0 ? 16'b 1111_1110_1111_1110 :
			                    WADDR[10:8] == 1 ? 16'b 1111_1101_1111_1101 :
			                    WADDR[10:8] == 2 ? 16'b 1111_1011_1111_1011 :
			                    WADDR[10:8] == 3 ? 16'b 1111_0111_1111_0111 :
			                    WADDR[10:8] == 4 ? 16'b 1110_1111_1110_1111 :
			                    WADDR[10:8] == 5 ? 16'b 1101_1111_1101_1111 :
			                    WADDR[10:8] == 6 ? 16'b 1011_1111_1011_1111 :
			                    WADDR[10:8] == 7 ? 16'b 0111_1111_0111_1111 : 16'bx;
		endcase
		case (READ_MODE)
			0: assign RMASK_I = 16'b 0000_0000_0000_0000;
			1: assign RMASK_I = RADDR[   8] == 0 ? 16'b 1010_1010_1010_1010 :
			                    RADDR[   8] == 1 ? 16'b 0101_0101_0101_0101 : 16'bx;
			2: assign RMASK_I = RADDR[ 9:8] == 0 ? 16'b 1110_1110_1110_1110 :
			                    RADDR[ 9:8] == 1 ? 16'b 1101_1101_1101_1101 :
			                    RADDR[ 9:8] == 2 ? 16'b 1011_1011_1011_1011 :
			                    RADDR[ 9:8] == 3 ? 16'b 0111_0111_0111_0111 : 16'bx;
			3: assign RMASK_I = RADDR[10:8] == 0 ? 16'b 1111_1110_1111_1110 :
			                    RADDR[10:8] == 1 ? 16'b 1111_1101_1111_1101 :
			                    RADDR[10:8] == 2 ? 16'b 1111_1011_1111_1011 :
			                    RADDR[10:8] == 3 ? 16'b 1111_0111_1111_0111 :
			                    RADDR[10:8] == 4 ? 16'b 1110_1111_1110_1111 :
			                    RADDR[10:8] == 5 ? 16'b 1101_1111_1101_1111 :
			                    RADDR[10:8] == 6 ? 16'b 1011_1111_1011_1111 :
			                    RADDR[10:8] == 7 ? 16'b 0111_1111_0111_1111 : 16'bx;
		endcase
		case (WRITE_MODE)
			0: assign WDATA_I = WDATA;
			1: assign WDATA_I = {WDATA[14], WDATA[14], WDATA[12], WDATA[12],
			                     WDATA[10], WDATA[10], WDATA[ 8], WDATA[ 8],
			                     WDATA[ 6], WDATA[ 6], WDATA[ 4], WDATA[ 4],
			                     WDATA[ 2], WDATA[ 2], WDATA[ 0], WDATA[ 0]};
			2: assign WDATA_I = {WDATA[13], WDATA[13], WDATA[13], WDATA[13],
			                     WDATA[ 9], WDATA[ 9], WDATA[ 9], WDATA[ 9],
			                     WDATA[ 5], WDATA[ 5], WDATA[ 5], WDATA[ 5],
			                     WDATA[ 1], WDATA[ 1], WDATA[ 1], WDATA[ 1]};
			3: assign WDATA_I = {WDATA[11], WDATA[11], WDATA[11], WDATA[11],
			                     WDATA[11], WDATA[11], WDATA[11], WDATA[11],
			                     WDATA[ 3], WDATA[ 3], WDATA[ 3], WDATA[ 3],
			                     WDATA[ 3], WDATA[ 3], WDATA[ 3], WDATA[ 3]};
		endcase
		case (READ_MODE)
			0: assign RDATA = RDATA_I;
			1: assign RDATA = {1'b0, |RDATA_I[15:14], 1'b0, |RDATA_I[13:12], 1'b0, |RDATA_I[11:10], 1'b0, |RDATA_I[ 9: 8],
			                   1'b0, |RDATA_I[ 7: 6], 1'b0, |RDATA_I[ 5: 4], 1'b0, |RDATA_I[ 3: 2], 1'b0, |RDATA_I[ 1: 0]};
			2: assign RDATA = {2'b0, |RDATA_I[15:12], 3'b0, |RDATA_I[11: 8], 3'b0, |RDATA_I[ 7: 4], 3'b0, |RDATA_I[ 3: 0], 1'b0};
			3: assign RDATA = {4'b0, |RDATA_I[15: 8], 7'b0, |RDATA_I[ 7: 0], 3'b0};
		endcase
	endgenerate
	integer i;
	reg [15:0] memory [0:255];
	initial begin
		for (i=0; i<16; i=i+1) begin
			memory[ 0*16 + i] <= INIT_0[16*i +: 16];
			memory[ 1*16 + i] <= INIT_1[16*i +: 16];
			memory[ 2*16 + i] <= INIT_2[16*i +: 16];
			memory[ 3*16 + i] <= INIT_3[16*i +: 16];
			memory[ 4*16 + i] <= INIT_4[16*i +: 16];
			memory[ 5*16 + i] <= INIT_5[16*i +: 16];
			memory[ 6*16 + i] <= INIT_6[16*i +: 16];
			memory[ 7*16 + i] <= INIT_7[16*i +: 16];
			memory[ 8*16 + i] <= INIT_8[16*i +: 16];
			memory[ 9*16 + i] <= INIT_9[16*i +: 16];
			memory[10*16 + i] <= INIT_A[16*i +: 16];
			memory[11*16 + i] <= INIT_B[16*i +: 16];
			memory[12*16 + i] <= INIT_C[16*i +: 16];
			memory[13*16 + i] <= INIT_D[16*i +: 16];
			memory[14*16 + i] <= INIT_E[16*i +: 16];
			memory[15*16 + i] <= INIT_F[16*i +: 16];
		end
	end
	always @(posedge WCLK) begin
		if (WE && WCLKE) begin
			if (!WMASK_I[ 0]) memory[WADDR[7:0]][ 0] <= WDATA_I[ 0];
			if (!WMASK_I[ 1]) memory[WADDR[7:0]][ 1] <= WDATA_I[ 1];
			if (!WMASK_I[ 2]) memory[WADDR[7:0]][ 2] <= WDATA_I[ 2];
			if (!WMASK_I[ 3]) memory[WADDR[7:0]][ 3] <= WDATA_I[ 3];
			if (!WMASK_I[ 4]) memory[WADDR[7:0]][ 4] <= WDATA_I[ 4];
			if (!WMASK_I[ 5]) memory[WADDR[7:0]][ 5] <= WDATA_I[ 5];
			if (!WMASK_I[ 6]) memory[WADDR[7:0]][ 6] <= WDATA_I[ 6];
			if (!WMASK_I[ 7]) memory[WADDR[7:0]][ 7] <= WDATA_I[ 7];
			if (!WMASK_I[ 8]) memory[WADDR[7:0]][ 8] <= WDATA_I[ 8];
			if (!WMASK_I[ 9]) memory[WADDR[7:0]][ 9] <= WDATA_I[ 9];
			if (!WMASK_I[10]) memory[WADDR[7:0]][10] <= WDATA_I[10];
			if (!WMASK_I[11]) memory[WADDR[7:0]][11] <= WDATA_I[11];
			if (!WMASK_I[12]) memory[WADDR[7:0]][12] <= WDATA_I[12];
			if (!WMASK_I[13]) memory[WADDR[7:0]][13] <= WDATA_I[13];
			if (!WMASK_I[14]) memory[WADDR[7:0]][14] <= WDATA_I[14];
			if (!WMASK_I[15]) memory[WADDR[7:0]][15] <= WDATA_I[15];
		end
	end
	always @(posedge RCLK) begin
		if (RE && RCLKE) begin
			RDATA_I <= memory[RADDR[7:0]] & ~RMASK_I;
		end
	end
endmodule
module SB_RAM40_4KNRNW (
	output [15:0] RDATA,
	input         RCLKN, RCLKE, RE,
	input  [10:0] RADDR,
	input         WCLKN, WCLKE, WE,
	input  [10:0] WADDR,
	input  [15:0] MASK, WDATA
);
	parameter WRITE_MODE = 0;
	parameter READ_MODE = 0;
	parameter INIT_0 = 256'h0000000000000000000000000000000000000000000000000000000000000000;
	parameter INIT_1 = 256'h0000000000000000000000000000000000000000000000000000000000000000;
	parameter INIT_2 = 256'h0000000000000000000000000000000000000000000000000000000000000000;
	parameter INIT_3 = 256'h0000000000000000000000000000000000000000000000000000000000000000;
	parameter INIT_4 = 256'h0000000000000000000000000000000000000000000000000000000000000000;
	parameter INIT_5 = 256'h0000000000000000000000000000000000000000000000000000000000000000;
	parameter INIT_6 = 256'h0000000000000000000000000000000000000000000000000000000000000000;
	parameter INIT_7 = 256'h0000000000000000000000000000000000000000000000000000000000000000;
	parameter INIT_8 = 256'h0000000000000000000000000000000000000000000000000000000000000000;
	parameter INIT_9 = 256'h0000000000000000000000000000000000000000000000000000000000000000;
	parameter INIT_A = 256'h0000000000000000000000000000000000000000000000000000000000000000;
	parameter INIT_B = 256'h0000000000000000000000000000000000000000000000000000000000000000;
	parameter INIT_C = 256'h0000000000000000000000000000000000000000000000000000000000000000;
	parameter INIT_D = 256'h0000000000000000000000000000000000000000000000000000000000000000;
	parameter INIT_E = 256'h0000000000000000000000000000000000000000000000000000000000000000;
	parameter INIT_F = 256'h0000000000000000000000000000000000000000000000000000000000000000;
	SB_RAM40_4K #(
		.WRITE_MODE(WRITE_MODE),
		.READ_MODE (READ_MODE ),
		.INIT_0    (INIT_0    ),
		.INIT_1    (INIT_1    ),
		.INIT_2    (INIT_2    ),
		.INIT_3    (INIT_3    ),
		.INIT_4    (INIT_4    ),
		.INIT_5    (INIT_5    ),
		.INIT_6    (INIT_6    ),
		.INIT_7    (INIT_7    ),
		.INIT_8    (INIT_8    ),
		.INIT_9    (INIT_9    ),
		.INIT_A    (INIT_A    ),
		.INIT_B    (INIT_B    ),
		.INIT_C    (INIT_C    ),
		.INIT_D    (INIT_D    ),
		.INIT_E    (INIT_E    ),
		.INIT_F    (INIT_F    )
	) RAM (
		.RDATA(RDATA),
		.RCLK (~RCLKN),
		.RCLKE(RCLKE),
		.RE   (RE   ),
		.RADDR(RADDR),
		.WCLK (~WCLKN),
		.WCLKE(WCLKE),
		.WE   (WE   ),
		.WADDR(WADDR),
		.MASK (MASK ),
		.WDATA(WDATA)
	);
endmodule
$ cat /design/flow/run.sh
#!/bin/bash
# OpenROAD 26Q1-2900-gdf79404cd8, Yosys 0.63+post, stock flow scripts
make -C /OpenROAD-flow-scripts/flow DESIGN_CONFIG=/design/flow/config.mk WORK_HOME=/design/flow/orfs finish
$ cat /design/flow/config.mk
export PLATFORM = sky130hd
export DESIGN_NAME = SB_RAM40_4KNRNW
export DESIGN_NICKNAME = SB_RAM40_4KNRNW
export VERILOG_FILES = /design/flow/design.v
export SDC_FILE = /design/flow/constraint.sdc
export NUM_CORES = 4
export LEC_CHECK = 1
export CORE_UTILIZATION = 30
export SYNTH_HDL_FRONTEND = slang
$ cat /design/flow/constraint.sdc
current_design SB_RAM40_4KNRNW

set clk_period 16.2
set clk_io_pct 0.2

create_clock -name clk0 -period $clk_period [get_ports {RCLKN}]
create_clock -name clk1 -period $clk_period [get_ports {WCLKN}]

set non_clock_inputs [all_inputs -no_clocks]
set_input_delay [expr $clk_period * $clk_io_pct] -clock clk0 $non_clock_inputs
set_output_delay [expr $clk_period * $clk_io_pct] -clock clk0 [all_outputs]
==> Changelog: implementation <==
### Implementation results

* Status: finished clean
* Remaining DRCs at 0
* Number of sinks handled by clock tree synthesis at 4112
* Delay of the slowest critical-path stage at 0.86 ns
* Fillers at approximately 54000
* Leftover overflow at the end of global routing at 0
* Area growth, synth to finish at 22.6%
* Proportion of netlist area held by the largest area contributor at 69.4%
* Detailed-routing iteration count for the pre-antenna-repair pass at 6
* Synth top area cells: sky130_fd_sc_hd__edfxtp_1 69%, sky130_fd_sc_hd__mux4_2 9.5%, sky130_fd_sc_hd__nor2_1 8.8%, sky130_fd_sc_hd__mux2i_1 2.5%, sky130_fd_sc_hd__clkbuf_1 1.8%
* Required @ worst endpoint at 8.28 ns
* Post-detailed-route via-to-cell ratio at about 5
* Post-Synthesis Cells at 12223
* Number of gates given a new drive strength after cts at 0
* CP startpoint: RADDR[7]
* Post-synth tally of flip-flops with integrated enable at between 4000 and 5000
* Share of the core filled with cells in the final layout at 37.0%
* Top-Level Pins at 76
* Post-CTS clock slew at the launch and capture registers of the worst setup and hold paths at approximately 0.030 ns
* FF-to-FF path depth at 8
* FP Core Util at 30.2%
* Slowest cell on the critical path: sky130_fd_sc_hd__clkdlybuf4s50_1
* Chip Height at 772 um
* Number of warnings issued by yosys at 0
* Count of port buffers added during placement at 68
* Largest net degree at the start of global routing at 117
* Crit path launch type: input pin
* Die width at between 700 and 800 um
* Wire length of the first global-routing pass at ~780 mm
* Number of max-cap violations at 0
* Critical path capture point type: flip-flop
* Average wire per standard cell at 22.1 um
* Relative slew slack at 11.1%
* TritonCTS clock tree: built
* Synth flops at a little over 4000
* Unrepaired setup endpoints after global routing: false
* Path type of the worst min-delay path: flip-flop to flip-flop
* Total routed wirelength at 539 mm
* # rows at approximately 280
* Sum of negative setup slack at 0 ns
* Most prevalent standard cell on the critical path: sky130_fd_sc_hd__buf_4
* CTS hold repair buffers at 0
* Layout cells sized above 1 at 12.9%
* Distinct lib cells at 72
* Crit path DAT at between 7 and 8 ns
* Number of nets still failing antenna checks after routing at 0
* Dominant flop cell: sky130_fd_sc_hd__edfxtp_1
* Hpwl dp at 317 mm
* Netlist area before placement at 178000 sq um
* Transition time of the tightest slew-check pin at 1.33 ns
* Hold violation total from the final report at 0
* Final count of negative-setup-slack endpoints at 0
* Post-synth top area cell: sky130_fd_sc_hd__edfxtp_1
* Slack of the worst reg-to-reg path at 11.96 ns
* Area of all sequential standard cells at ~120000 sq um
* Critical path cell sequence: clkdlybuf4s50_1 > buf_4 > nand4_1 > nor2_1 > buf_4 > a21oi_1 > nand4_1 > or4_1 > buf_4 > nor3_1 > buf_4
* Number of cells in the yosys synthesis report at between 10000 and 15000
* Total cell area reported by yosys after synthesis at 178000 sq um
* FFs w/ async S/R, synth at 0%
* Number of violations reported at the end of detailed-routing iteration 0 at between 8000 and 9000
* Largest driver fanout on the critical path at 9
* Routability congestion estimate from global placement at between 0.9 and 1
* Top Family by Delay on Critical Path: buffers and inverters
* Post-synthesis average cell area at 14.6 sq um
* Total leakage power at 83.6 nW
* Path type of the worst setup path: input pin to flip-flop
* Number of global-route vias before repair at 129078
* Layout Cell Area excl Fill at around 220000 sq um
* Total vias in the final route at 118808
* Antenna violations before repair at 26
* Reg-to-reg critical path startpoint: RAM.memory[209][9]
* # placed instances at slightly below 20000
* End of the worst register-to-register path: RAM.RDATA[9]
* Max VDD drop at 0.111 mV
* Pins Over Slew Limit at 0
* Standard cell area after detailed placement at approximately 190000 sq um
* Pwr/cell area at 125 nW/um^2
* Critical path endpoint: RAM.RDATA[6]
* Critical Path Stages at 11
* Combinational cell area excluding buffers and inverters at 48800 sq um
* CORE AREA at 590000 sq um
* Sequential element share of the synthesized area at a little over two thirds
* Non-filler cells, final at about 24000
* Warning total across the stage logs at 1074
* Number of buffer and inverter instances along the worst setup path at 5
* Overall die area at between 500000 and 600000 sq um
* Global routing usage summed across all routing layers at 19.1%
* Setup Fix Bufs, Post-CTS at 0
-- per-layer routing --
| metal | share of wire (%) | up-vias | track usage [%] | wire [um] |
|---|---|---|---|---|
| met4 | 4.7 | 46 | 10.3 | 25300 |
| met1 | 33 | 57928 | 19.3 | 175000 |
| met2 | 46 | 6439 | 27.0 | 247000 |
| li1 | - | 53265 | - | - |
| met5 | 0.25 | - | 1.87 | 1340 |
| met3 | 17 | 1130 | 16.2 | 89400 |
-- synthesized netlist by cell type (78+ instances only) --
cell,instances
sky130_fd_sc_hd__nor2_1,4185
sky130_fd_sc_hd__edfxtp_1,4112
sky130_fd_sc_hd__clkbuf_1,874
sky130_fd_sc_hd__mux4_2,754
sky130_fd_sc_hd__mux2i_1,437
sky130_fd_sc_hd__nand2_1,363
sky130_fd_sc_hd__nor3_1,189
sky130_fd_sc_hd__o22ai_1,162
sky130_fd_sc_hd__a21oi_1,112
sky130_fd_sc_hd__o221ai_1,109
sky130_fd_sc_hd__mux4_1,91
sky130_fd_sc_hd__buf_2,78
-- worst min path at each step --
stage | cells past startpoint | end | from
5_1_grt | 6 | RAM.RDATA[7] | RAM.memory[3][7]
6_report | 6 | RAM.RDATA[7] | RAM.memory[2][7]
4_1_cts | 6 | RAM.RDATA[7] | RAM.memory[2][7]
-- per-stage QoR --
step	hold WS (ns)	total power, mW	setup WS [ns]
3_3_place_gp	1.21	14.8	0.694
5_1_grt	1.89	28.9	0.755
3_5_place_dp	1.20	14.8	0.656
2_1_floorplan	0.916	14.1	2.43
4_1_cts	1.89	27.6	0.975
6_report	1.86	27.2	0.766
-- registers in the layout, summed over array words and instances (netlist names) --
register / flops
RAM.RDATA: 16
RAM.memory: 4096
-- placed cells by master, fill, tap and decap left out, types with 15 or more instances in the layout --
| cell | instances |
|---|---|
| sky130_fd_sc_hd__mux2i_1 | 437 |
| sky130_fd_sc_hd__a221oi_1 | 66 |
| sky130_fd_sc_hd__clkinvlp_2 | 118 |
| sky130_fd_sc_hd__mux4_1 | 91 |
| sky130_fd_sc_hd__clkbuf_16 | 443 |
| sky130_fd_sc_hd__nor3_1 | 177 |
| sky130_fd_sc_hd__a22oi_1 | 53 |
| sky130_fd_sc_hd__nand2_1 | 363 |
| sky130_fd_sc_hd__a22o_1 | 35 |
| sky130_fd_sc_hd__mux4_2 | 754 |
| sky130_fd_sc_hd__a21oi_1 | 112 |
| sky130_fd_sc_hd__o22ai_1 | 162 |
| sky130_fd_sc_hd__buf_4 | 467 |
| sky130_fd_sc_hd__buf_12 | 78 |
| sky130_fd_sc_hd__nand4_1 | 15 |
| sky130_fd_sc_hd__inv_4 | 21 |
| sky130_fd_sc_hd__clkdlybuf4s50_1 | 46 |
| sky130_fd_sc_hd__mux2_2 | 76 |
| sky130_fd_sc_hd__nor4_1 | 18 |
| sky130_fd_sc_hd__o21ai_0 | 66 |
| sky130_fd_sc_hd__buf_8 | 17 |
| sky130_fd_sc_hd__or2_4 | 17 |
| sky130_fd_sc_hd__edfxtp_1 | 4112 |
| sky130_fd_sc_hd__bufinv_16 | 64 |
| sky130_fd_sc_hd__inv_1 | 4235 |
| sky130_fd_sc_hd__o211ai_1 | 17 |
| sky130_fd_sc_hd__a211oi_1 | 34 |
| sky130_fd_sc_hd__o221ai_1 | 109 |
| sky130_fd_sc_hd__nor2_1 | 4171 |
-- cell type report --
cell class | count | area share [%]
clock inverters | 4472 | 8.78
clock buffers | 443 | 5.08
well taps | 7810 | 4.48
inverters | 4 | 0.0132
flip-flops and latches | 4112 | 56.6
multi-input cells | 6941 | 22.4
diodes | 13 | 0.0149
repair buffers | 612 | 2.68
-- power by group --
part	internal, mW	leakage (nW)	switching [mW]	total [mW]
registers	11.8	37.0	0.00254	11.8
logic	0.403	17.3	0.940	1.34
clock network	7.35	29.3	6.73	14.1
-- worst min-delay path: cells and delay by family, from the launching register on --
family          cells  cell delay [ns]
compound gates      2             0.19
buf+inv             1             0.17
flops               1             0.30
mux                 1             0.21
simple gates        2             0.22
-- kinds of logic (layout without fill, tap and decap cells) --
group	count (synthesis)	count (layout)	share of synthesized area, %
other	0	13	0
and+or+nand+nor	4875	4875	10.6
AOI/OAI and AO/OA	708	708	2.83
buffers and inverters	1170	5531	3.33
DFF	4112	4112	69.4
muxes	1358	1358	13.8
Power and IR drop assume default switching activity.
