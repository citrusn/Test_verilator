==> design/flow/design.v <==
module SB_RAM40_4K (
	output [15:0] RDATA,
	input         RCLK, RCLKE, RE,
	input  [10:0] RADDR,
	input         WCLK, WCLKE, WE,
	input  [10:0] WADDR,
	input  [15:0] MASK, WDATA
);
	parameter WRITE_MODE = 0;
	parameter READ_MODE = 0;
	parameter INIT_0 = 256'h0000000000000000000000000000000000000000000000000000000000000000;
	parameter INIT_1 = 256'h0000000000000000000000000000000000000000000000000000000000000000;
	parameter INIT_2 = 256'h0000000000000000000000000000000000000000000000000000000000000000;
	parameter INIT_3 = 256'h0000000000000000000000000000000000000000000000000000000000000000;
	parameter INIT_4 = 256'h0000000000000000000000000000000000000000000000000000000000000000;
	parameter INIT_5 = 256'h0000000000000000000000000000000000000000000000000000000000000000;
	parameter INIT_6 = 256'h0000000000000000000000000000000000000000000000000000000000000000;
	parameter INIT_7 = 256'h0000000000000000000000000000000000000000000000000000000000000000;
	parameter INIT_8 = 256'h0000000000000000000000000000000000000000000000000000000000000000;
	parameter INIT_9 = 256'h0000000000000000000000000000000000000000000000000000000000000000;
	parameter INIT_A = 256'h0000000000000000000000000000000000000000000000000000000000000000;
	parameter INIT_B = 256'h0000000000000000000000000000000000000000000000000000000000000000;
	parameter INIT_C = 256'h0000000000000000000000000000000000000000000000000000000000000000;
	parameter INIT_D = 256'h0000000000000000000000000000000000000000000000000000000000000000;
	parameter INIT_E = 256'h0000000000000000000000000000000000000000000000000000000000000000;
	parameter INIT_F = 256'h0000000000000000000000000000000000000000000000000000000000000000;
	wire [15:0] WMASK_I;
	wire [15:0] RMASK_I;
	reg  [15:0] RDATA_I;
	wire [15:0] WDATA_I;
	generate
		case (WRITE_MODE)
			0: assign WMASK_I = MASK;
			1: assign WMASK_I = WADDR[   8] == 0 ? 16'b 1010_1010_1010_1010 :
			                    WADDR[   8] == 1 ? 16'b 0101_0101_0101_0101 : 16'bx;
			2: assign WMASK_I = WADDR[ 9:8] == 0 ? 16'b 1110_1110_1110_1110 :
			                    WADDR[ 9:8] == 1 ? 16'b 1101_1101_1101_1101 :
			                    WADDR[ 9:8] == 2 ? 16'b 1011_1011_1011_1011 :
			                    WADDR[ 9:8] == 3 ? 16'b 0111_0111_0111_0111 : 16'bx;
			3: assign WMASK_I = WADDR[10:8] == 0 ? 16'b 1111_1110_1111_1110 :
			                    WADDR[10:8] == 1 ? 16'b 1111_1101_1111_1101 :
			                    WADDR[10:8] == 2 ? 16'b 1111_1011_1111_1011 :
			                    WADDR[10:8] == 3 ? 16'b 1111_0111_1111_0111 :
			                    WADDR[10:8] == 4 ? 16'b 1110_1111_1110_1111 :
			                    WADDR[10:8] == 5 ? 16'b 1101_1111_1101_1111 :
			                    WADDR[10:8] == 6 ? 16'b 1011_1111_1011_1111 :
			                    WADDR[10:8] == 7 ? 16'b 0111_1111_0111_1111 : 16'bx;
		endcase
		case (READ_MODE)
			0: assign RMASK_I = 16'b 0000_0000_0000_0000;
			1: assign RMASK_I = RADDR[   8] == 0 ? 16'b 1010_1010_1010_1010 :
			                    RADDR[   8] == 1 ? 16'b 0101_0101_0101_0101 : 16'bx;
			2: assign RMASK_I = RADDR[ 9:8] == 0 ? 16'b 1110_1110_1110_1110 :
			                    RADDR[ 9:8] == 1 ? 16'b 1101_1101_1101_1101 :
			                    RADDR[ 9:8] == 2 ? 16'b 1011_1011_1011_1011 :
			                    RADDR[ 9:8] == 3 ? 16'b 0111_0111_0111_0111 : 16'bx;
			3: assign RMASK_I = RADDR[10:8] == 0 ? 16'b 1111_1110_1111_1110 :
			                    RADDR[10:8] == 1 ? 16'b 1111_1101_1111_1101 :
			                    RADDR[10:8] == 2 ? 16'b 1111_1011_1111_1011 :
			                    RADDR[10:8] == 3 ? 16'b 1111_0111_1111_0111 :
			                    RADDR[10:8] == 4 ? 16'b 1110_1111_1110_1111 :
			                    RADDR[10:8] == 5 ? 16'b 1101_1111_1101_1111 :
			                    RADDR[10:8] == 6 ? 16'b 1011_1111_1011_1111 :
			                    RADDR[10:8] == 7 ? 16'b 0111_1111_0111_1111 : 16'bx;
		endcase
		case (WRITE_MODE)
			0: assign WDATA_I = WDATA;
			1: assign WDATA_I = {WDATA[14], WDATA[14], WDATA[12], WDATA[12],
			                     WDATA[10], WDATA[10], WDATA[ 8], WDATA[ 8],
			                     WDATA[ 6], WDATA[ 6], WDATA[ 4], WDATA[ 4],
			                     WDATA[ 2], WDATA[ 2], WDATA[ 0], WDATA[ 0]};
			2: assign WDATA_I = {WDATA[13], WDATA[13], WDATA[13], WDATA[13],
			                     WDATA[ 9], WDATA[ 9], WDATA[ 9], WDATA[ 9],
			                     WDATA[ 5], WDATA[ 5], WDATA[ 5], WDATA[ 5],
			                     WDATA[ 1], WDATA[ 1], WDATA[ 1], WDATA[ 1]};
			3: assign WDATA_I = {WDATA[11], WDATA[11], WDATA[11], WDATA[11],
			                     WDATA[11], WDATA[11], WDATA[11], WDATA[11],
			                     WDATA[ 3], WDATA[ 3], WDATA[ 3], WDATA[ 3],
			                     WDATA[ 3], WDATA[ 3], WDATA[ 3], WDATA[ 3]};
		endcase
		case (READ_MODE)
			0: assign RDATA = RDATA_I;
			1: assign RDATA = {1'b0, |RDATA_I[15:14], 1'b0, |RDATA_I[13:12], 1'b0, |RDATA_I[11:10], 1'b0, |RDATA_I[ 9: 8],
			                   1'b0, |RDATA_I[ 7: 6], 1'b0, |RDATA_I[ 5: 4], 1'b0, |RDATA_I[ 3: 2], 1'b0, |RDATA_I[ 1: 0]};
			2: assign RDATA = {2'b0, |RDATA_I[15:12], 3'b0, |RDATA_I[11: 8], 3'b0, |RDATA_I[ 7: 4], 3'b0, |RDATA_I[ 3: 0], 1'b0};
			3: assign RDATA = {4'b0, |RDATA_I[15: 8], 7'b0, |RDATA_I[ 7: 0], 3'b0};
		endcase
	endgenerate
	integer i;
	reg [15:0] memory [0:255];
	initial begin
		for (i=0; i<16; i=i+1) begin
			memory[ 0*16 + i] <= INIT_0[16*i +: 16];
			memory[ 1*16 + i] <= INIT_1[16*i +: 16];
			memory[ 2*16 + i] <= INIT_2[16*i +: 16];
			memory[ 3*16 + i] <= INIT_3[16*i +: 16];
			memory[ 4*16 + i] <= INIT_4[16*i +: 16];
			memory[ 5*16 + i] <= INIT_5[16*i +: 16];
			memory[ 6*16 + i] <= INIT_6[16*i +: 16];
			memory[ 7*16 + i] <= INIT_7[16*i +: 16];
			memory[ 8*16 + i] <= INIT_8[16*i +: 16];
			memory[ 9*16 + i] <= INIT_9[16*i +: 16];
			memory[10*16 + i] <= INIT_A[16*i +: 16];
			memory[11*16 + i] <= INIT_B[16*i +: 16];
			memory[12*16 + i] <= INIT_C[16*i +: 16];
			memory[13*16 + i] <= INIT_D[16*i +: 16];
			memory[14*16 + i] <= INIT_E[16*i +: 16];
			memory[15*16 + i] <= INIT_F[16*i +: 16];
		end
	end
	always @(posedge WCLK) begin
		if (WE && WCLKE) begin
			if (!WMASK_I[ 0]) memory[WADDR[7:0]][ 0] <= WDATA_I[ 0];
			if (!WMASK_I[ 1]) memory[WADDR[7:0]][ 1] <= WDATA_I[ 1];
			if (!WMASK_I[ 2]) memory[WADDR[7:0]][ 2] <= WDATA_I[ 2];
			if (!WMASK_I[ 3]) memory[WADDR[7:0]][ 3] <= WDATA_I[ 3];
			if (!WMASK_I[ 4]) memory[WADDR[7:0]][ 4] <= WDATA_I[ 4];
			if (!WMASK_I[ 5]) memory[WADDR[7:0]][ 5] <= WDATA_I[ 5];
			if (!WMASK_I[ 6]) memory[WADDR[7:0]][ 6] <= WDATA_I[ 6];
			if (!WMASK_I[ 7]) memory[WADDR[7:0]][ 7] <= WDATA_I[ 7];
			if (!WMASK_I[ 8]) memory[WADDR[7:0]][ 8] <= WDATA_I[ 8];
			if (!WMASK_I[ 9]) memory[WADDR[7:0]][ 9] <= WDATA_I[ 9];
			if (!WMASK_I[10]) memory[WADDR[7:0]][10] <= WDATA_I[10];
			if (!WMASK_I[11]) memory[WADDR[7:0]][11] <= WDATA_I[11];
			if (!WMASK_I[12]) memory[WADDR[7:0]][12] <= WDATA_I[12];
			if (!WMASK_I[13]) memory[WADDR[7:0]][13] <= WDATA_I[13];
			if (!WMASK_I[14]) memory[WADDR[7:0]][14] <= WDATA_I[14];
			if (!WMASK_I[15]) memory[WADDR[7:0]][15] <= WDATA_I[15];
		end
	end
	always @(posedge RCLK) begin
		if (RE && RCLKE) begin
			RDATA_I <= memory[RADDR[7:0]] & ~RMASK_I;
		end
	end
endmodule
module SB_RAM40_4KNW (
	output [15:0] RDATA,
	input         RCLK, RCLKE, RE,
	input  [10:0] RADDR,
	input         WCLKN, WCLKE, WE,
	input  [10:0] WADDR,
	input  [15:0] MASK, WDATA
);
	parameter WRITE_MODE = 0;
	parameter READ_MODE = 0;
	parameter INIT_0 = 256'h0000000000000000000000000000000000000000000000000000000000000000;
	parameter INIT_1 = 256'h0000000000000000000000000000000000000000000000000000000000000000;
	parameter INIT_2 = 256'h0000000000000000000000000000000000000000000000000000000000000000;
	parameter INIT_3 = 256'h0000000000000000000000000000000000000000000000000000000000000000;
	parameter INIT_4 = 256'h0000000000000000000000000000000000000000000000000000000000000000;
	parameter INIT_5 = 256'h0000000000000000000000000000000000000000000000000000000000000000;
	parameter INIT_6 = 256'h0000000000000000000000000000000000000000000000000000000000000000;
	parameter INIT_7 = 256'h0000000000000000000000000000000000000000000000000000000000000000;
	parameter INIT_8 = 256'h0000000000000000000000000000000000000000000000000000000000000000;
	parameter INIT_9 = 256'h0000000000000000000000000000000000000000000000000000000000000000;
	parameter INIT_A = 256'h0000000000000000000000000000000000000000000000000000000000000000;
	parameter INIT_B = 256'h0000000000000000000000000000000000000000000000000000000000000000;
	parameter INIT_C = 256'h0000000000000000000000000000000000000000000000000000000000000000;
	parameter INIT_D = 256'h0000000000000000000000000000000000000000000000000000000000000000;
	parameter INIT_E = 256'h0000000000000000000000000000000000000000000000000000000000000000;
	parameter INIT_F = 256'h0000000000000000000000000000000000000000000000000000000000000000;
	SB_RAM40_4K #(
		.WRITE_MODE(WRITE_MODE),
		.READ_MODE (READ_MODE ),
		.INIT_0    (INIT_0    ),
		.INIT_1    (INIT_1    ),
		.INIT_2    (INIT_2    ),
		.INIT_3    (INIT_3    ),
		.INIT_4    (INIT_4    ),
		.INIT_5    (INIT_5    ),
		.INIT_6    (INIT_6    ),
		.INIT_7    (INIT_7    ),
		.INIT_8    (INIT_8    ),
		.INIT_9    (INIT_9    ),
		.INIT_A    (INIT_A    ),
		.INIT_B    (INIT_B    ),
		.INIT_C    (INIT_C    ),
		.INIT_D    (INIT_D    ),
		.INIT_E    (INIT_E    ),
		.INIT_F    (INIT_F    )
	) RAM (
		.RDATA(RDATA),
		.RCLK (RCLK ),
		.RCLKE(RCLKE),
		.RE   (RE   ),
		.RADDR(RADDR),
		.WCLK (~WCLKN),
		.WCLKE(WCLKE),
		.WE   (WE   ),
		.WADDR(WADDR),
		.MASK (MASK ),
		.WDATA(WDATA)
	);
endmodule
==> design/flow/run.sh <==
#!/bin/bash
# OpenROAD 26Q1-2900-gdf79404cd8, Yosys 0.63+post, stock flow scripts
make -C /OpenROAD-flow-scripts/flow DESIGN_CONFIG=/design/flow/config.mk WORK_HOME=/design/flow/orfs finish
==> design/flow/config.mk <==
export PLATFORM = sky130hd
export DESIGN_NAME = SB_RAM40_4KNW
export DESIGN_NICKNAME = SB_RAM40_4KNW
export VERILOG_FILES = /design/flow/design.v
export SDC_FILE = /design/flow/constraint.sdc
export NUM_CORES = 4
export LEC_CHECK = 1
export CORE_UTILIZATION = 40
export SYNTH_HDL_FRONTEND = slang
==> design/flow/constraint.sdc <==
current_design SB_RAM40_4KNW

set clk_period 16.3
set clk_io_pct 0.2

create_clock -name clk0 -period $clk_period [get_ports {RCLK}]
create_clock -name clk1 -period $clk_period [get_ports {WCLKN}]

set non_clock_inputs [all_inputs -no_clocks]
set_input_delay [expr $clk_period * $clk_io_pct] -clock clk0 $non_clock_inputs
set_output_delay [expr $clk_period * $clk_io_pct] -clock clk0 [all_outputs]
==> results.json <==
{
  "run_status": "finished, final reports clean",
  "yosys.area.top_type_share_pct": 69.9,
  "timing.critical_path.required_ns": 8.79,
  "ys_sh_aoi_pct": 3.16,
  "synthesis.instances": 12135,
  "fa_ha_area_share_pct": 0,
  "cts_hold_buf": 0,
  "ys_top_cells_by_count": "nor2_1, edfxtp_1, clkbuf_1",
  "timing.max_cap.violations": 0,
  "cts_post_setup_buffers_inserted": 0,
  "fp.dieW_um": 667,
  "chip_area_um2": 445000,
  "finalSetupViolCount": 0,
  "tritoncts": "done",
  "cts_num_sinks": 4112,
  "worst_slew_pin_slew_ns": 1.14,
  "height_of_the_chip_um": 667,
  "critPathArrivalTime_ns": 6.74,
  "relSlewSlack_pct": 23.8,
  "vias_per_cell": 5.27,
  "first_pass_iters": 6,
  "ys_cells": 12135,
  "netlist.top_cell.by_instances": "nor2_1",
  "final_max_slew_viol_count": 0,
  "global_route.usage.total_pct": 24.7,
  "post_synth_and_or_nand_nor_area_fraction_pct": 10.0,
  "rows": 243,
  "num_vias": 117541,
  "irDropWorstVdd_mv": 0.0997,
  "ys_warn_count": 0,
  "worst-setup-path-type": "in -> reg",
  "synth-seq-area-share_pct": 69.9,
  "io_buffer_count": 68,
  "xor_area_share_pct": 0,
  "initCoreUtil_pct": 40.3,
  "share_of_layout_cells_above_drive_strength_1_pct": 12.5,
  "p_per_area_nw_per_um2": 127,
  "worstSetupEndpointType": "flip-flop",
  "ys_top_cells_by_area": "edfxtp_1, mux4_2, nor2_1",
  "sort_of_element_at_the_start_of_the_critical_path": "input port",
  "grt_antenna_before_repair": 18,
  "grt_overflow": 0,
  "drtAntennaViolNets": 0,
  "ys_dominant_reg_cell": "edfxtp_1",
  "hp-class": "in -> reg",
  "cts_repair_resize_count": 0,
  "synth_area_um2": 177000,
  "drt_iter0_markers": 8021,
  "detail_route.drc_violations": 0,
  "muxShareOfSynthArea_pct": 13.9,
  "yosys-stat-area_um2": 177000,
  "power.static_leakage_nw": 82.9,
  "grt_first_pass_wirelength_mm": 736,
  "crit_fanout": 16,
  "dominant_cell_type_by_area_after_synthesis": "edfxtp_1",
  "synth_flop_count": 4112,
  "number_of_warnings_the_tools_reported": 1064,
  "number_of_enable_flip_flop_cells": 4112,
  "power_w": 0.0272,
  "final.setup.tns_ns": 0,
  "areaGrowthSynthToFinish_pct": 21.2,
  "core_area_um2": 439000,
  "rsz0062_at_grt": "false",
  "io_pins": 76,
  "wirelength_mm": 503,
  "ys_top_logic_family": "multiplexers",
  "post-dp-hpwl_mm": 290,
  "globalplace.congestion": 0.913,
  "number_of_global_route_vias_before_repair": 131412,
  "async_reset_ff_share_pct": 0,
  "netlist-cell-type-count": 57,
  "avgSynthCellArea_um2": 14.6,
  "clk_transition_reported_paths_ns": 0.04,
  "routedWlPerCell_um": 22.6,
  "hold_violations": 0,
  "finalCoreUtilization_pct": 48.8,
  "largest_net_degree_at_the_start_of_global_routing": 135
}
-- placed cells by master, fill, tap and decap left out, types with 77 or more instances in the layout --
master | netlist | routed
a21oi_1 | 197 | 197
buf_4 | 54 | 414
bufinv_16 | 0 | 77
clkbuf_16 | 0 | 452
clkinvlp_2 | 0 | 118
edfxtp_1 | 4112 | 4112
inv_1 | 3 | 4209
mux2i_1 | 651 | 651
mux4_2 | 787 | 787
nand2_1 | 291 | 291
nor2_1 | 4125 | 4114
nor3_1 | 91 | 78
o221ai_1 | 309 | 309
o22ai_1 | 147 | 147
-- path summary, 6_finish.rpt --
kind | from | to | slack [ns] | cells after the start
worst min register to register | RAM.memory[82][1] | RAM.RDATA[1] | 10.18 | 6
worst max-delay path | WADDR[7] | RAM.memory[160][5] | 2.05 | 5
max in group clk0 | RAM.memory[30][1] | RAM.RDATA[1] | 4.14 | 5
min in group clk1 | WDATA[7] | RAM.memory[146][7] | 10.86 | 1
worst min-delay path | RCLKE | RAM.RDATA[11] | 4.02 | 2
worst max register to register | RAM.memory[30][1] | RAM.RDATA[1] | 4.14 | 5
-- flip-flops by register name, summed over array words and instances (netlist names) --
| name | flops |
|---|---|
| RAM.RDATA | 16 |
| RAM.memory | 4096 |
-- kinds of logic (layout without fill, tap and decap cells) --
group,count (synthesis),in the layout
DFF,4112,4112
muxes,1467,1467
buffers and inverters,1167,5431
AOI/OAI and AO/OA,782,782
other,0,17
and+or+nand+nor,4607,4607
-- routing by layer --
metal	part of all wire, %	track usage, %	vias up
li1	-	-	52807
met1	31	24.5	56395
met2	46	34.1	7229
met3	18	22.2	1057
met4	4.5	13.0	53
met5	0.46	3.93	-
-- area by class of cell --
cell class	count	area, µm²
fillers	35044	225000
flip-flops and latches	4112	123000
multi-input cells	6856	48100
clock inverters	4465	19400
clock buffers	452	11300
well taps	5880	7360
repair buffers	511	4490
diodes	17	42.5
inverters	3	23.8
-- stage by stage --
| step | cells | hold WS [ns] | setup WS (ns) | area (µm²) |
|---|---|---|---|---|
| finish | 22296 | 4.02 | 2.05 | 214000 |
| global route | 22290 | 4.05 | 1.91 | 214000 |
| global placement | 17363 | 4.02 | 1.47 | 183000 |
| CTS | 22279 | 4.02 | 2.33 | 214000 |
| floorplan | 12135 | 3.53 | 3.11 | 177000 |
| detailed placement | 17363 | 4.01 | 1.35 | 183000 |
-- worst max-delay path, stage by stage --
cell             delay, ns
clkdlybuf4s50_1       0.81
nand2b_1              0.42
nor2_1                0.98
nand2_1               0.90
nor2_1                0.36
-- report_power, final --
group	switching, W	internal [W]	total (W)	leakage, nW
clock	0.00666	0.00759	0.0142	29.4
sequential	0.00000220	0.0117	0.0117	37.0
combinational	0.000873	0.000381	0.00125	16.6
total	0.00753	0.0197	0.0272	82.9
Power is estimated from default activity; no workload was simulated.
